**flow/run.sh**
```bash
#!/bin/bash
# OpenROAD 26Q1-2900-gdf79404cd8, Yosys 0.63+post, stock flow scripts
make -C /OpenROAD-flow-scripts/flow DESIGN_CONFIG=/design/flow/config.mk WORK_HOME=/design/flow/orfs finish
```
**flow/config.mk**
```make
export PLATFORM = sky130hd
export DESIGN_NAME = modulator
export DESIGN_NICKNAME = modulator
export VERILOG_FILES = /design/flow/design.v
export SDC_FILE = /design/flow/constraint.sdc
export NUM_CORES = 4
export LEC_CHECK = 1
export CORE_AREA = 10 10 108 108
export DIE_AREA = 0 0 118 118
```
**flow/constraint.sdc**
```tcl
current_design modulator

set clk_period 3.8
set clk_io_pct 0.2

create_clock -name clk0 -period $clk_period [get_ports {CLK}]

set non_clock_inputs [all_inputs -no_clocks]
set_input_delay [expr $clk_period * $clk_io_pct] -clock clk0 $non_clock_inputs
set_output_delay [expr $clk_period * $clk_io_pct] -clock clk0 [all_outputs]
```
**flow/design.v**
```verilog
module modulator(EN, CLK, DEC_IN, rst_n, ASW_OUT);
input EN, CLK, DEC_IN, rst_n;
output reg ASW_OUT;
reg current_status;
reg [31:0] clk_counter;
initial begin
    clk_counter <= 32'd0;
    current_status <= 0;
    ASW_OUT <= 1'b0;
end
always @(posedge CLK)
begin
    if (~rst_n) begin
        clk_counter <= 32'd0;
        current_status <= 0;
        ASW_OUT <= 1'b0;
    end
    else if (~EN) begin
        clk_counter <= 32'd0;
        current_status <= 0;
        ASW_OUT <= 1'b0;
    end
    else if (DEC_IN) begin
        if (current_status == 1'b0)
        begin
            current_status <= 1'b1;
            clk_counter <= clk_counter + 1;
            ASW_OUT <= 1'b0;
        end
        else begin
            clk_counter <= clk_counter + 1;
            if (clk_counter <= 32'd719)
                ASW_OUT <= 1'b0;
            else if (clk_counter <= 32'd799)
                ASW_OUT <= 1'b1;
            else
                ASW_OUT <= 1'b0;
        end
    end
    else
    begin
        clk_counter <= 32'd0;
        current_status <= 0;
        ASW_OUT <= 1'b0;
    end
end
endmodule
```
==> results.cfg <==
; physical design summary
[worst_setup_path]
arrival_ns = 2.28
path_class = flip-flop to flip-flop
r2r_cells = 4
crit_path_cell_trace = nand4_2 -> or4_4 -> or4_1 -> a21oi_1
critical_path.max_stage_delay_ns = 0.68
end_kind = flip-flop
worstSetupStartpointType = flip-flop
rr_startpoint = clk_counter[12]
slowest_stage = or4_4
critPathMaxFanout = 22
regToRegSetupSlack_ns = 1.71
r2r_end = clk_counter[28]
cp.required_ns = 4.00

[clocking]
cts_root_buffer = clkbuf_8
hold_buffers = 0
clkSlewWorstSetupHoldPaths_ns = 0.07
post_cts_buffers = 0
htreeDepth = 2
numCtsBuffers = 5
insertion_delay_ns = 0.28
clock_path_buffers = 2
cts_tree = built
clock_sinks = 34
cts_resized = 0

[placement]
io_buffer_count = 4
hpwlAfterDp_mm = 2.372
gp_congestion = 0.8021
dp_slack_ns = 1.464

[drt]
routed_wl_mm = 3.355
vias = 1427
firstDrtPassIters = 4
drt_iter0_drc = 72
viasPerCell = 4.377
wl_per_cell_um = 10.29
diodes = 0
drcViolationCount = 0
final_antenna_net_count = 0

[yosys]
top_cells_by_count = dfxtp_1, a21oi_1, nor2_1
ys_warn_count = 1
ys.flops = 34
topCellsByArea = dfxtp_1, a21oi_1, o31ai_1
synthCells = 192
yosysUniqueCellTypes = 29
postSynthSeqShare = 0.4233
edf_count = 0
synth_chip_area_mm2 = 0.001608
post-synth-top-area-fraction = 0.4233
ys_cells = 192
synth_top_cell_by_area = dfxtp_1
async_flop_share = 0
mappedNetlistArea_mm2 = 0.001608
syn_avg_cell_area_um2 = 8.374
top_cell = dfxtp_1
flop_cell = dfxtp_1

[timing]
final_max_slew_viol_count = 0
setup_slack_ns = 1.712
setup_violations = 0
hold_viol_final = 0
max_clock_freq_mhz = 479.0
tightest_slew_ns = 0.7689
fin_worst_skew_ns = 0.005197
fin_crit_ns = 2.088
period_used_share = 0.5494
rsz0062_at_grt = no
totalNegativeSetupSlack_ns = 0
maxSlewHeadroom = 0.4827

[floorplanning]
die_w_um = 118
core-area_mm2 = 0.009284
die-area_mm2 = 0.01392
rows = 35
io_pins = 5
die_height_um = 118
initial_utilization = 0.1732

[power_and_ir_drop]
p_per_area_mw_per_mm2 = 329.7
ir_drop_mv = 0.1522
p_leak_uw = 0.0005080

[global_routing]
top_usage_layer = met1
grt_use_met2 = 0.06818
grt_max_degree = 23
grt.met3_usage = 0.01215
met1_usage = 0.07077
grt_pass1_wl_mm = 5.851
antenna_found_initial = 0
grt_overflow = 0
grt_pass1_vias = 1253
grtUsageTotal = 0.04760

[worst_hold_path]
hold_class = flip-flop to flip-flop
min-delay-start = clk_counter[0]
min_to = clk_counter[0]
whs_path_depth = 1

[layout]
final_layout_size_suffix_gt1_frac = 0.05076
syn2layout_area_growth_pct = 15.64
nFillCells = 1049

[flow_run]
warning_count = 25
drv_cap = 0

[outcome]
status = finished, final reports clean
==> critical path: cells and delay by family (launching register included) <==
kind,cells,cell delay [ns]
AOI/OAI and AO/OA,1,0.16
and+or+nand+nor,3,1.41
DFF,1,0.42
==> cells by family (layout without fill, tap and decap cells) <==
logic type,count (synthesis),count (layout),synth area share
AND-OR/OR-AND,40,40,0.1518
buffers and inverters,15,20,0.03969
XOR/XNOR,10,10,0.05447
adder cells (fa/ha/maj),1,1,0.007781
AND/OR/NAND/NOR,92,92,0.3229
flip-flops,34,34,0.4233
==> per-stage QoR <==
stage	total power [uW]	hold WS (ns)	cells	cell area (um^2)	utilization
global route	635.8	0.5248	326	1859	0.2003
finish	612.9	0.4707	326	1859	0.2003
floorplan	370.8	0.4377	192	1608	-
global placement	375.9	0.4654	319	1783	0.1920
detailed placement	375.8	0.4674	319	1783	0.1920
CTS	622.4	0.4816	326	1859	0.2003
==> final cells by class <==
type | count | area (um^2) | area share
Multi-Input combinational cell | 143 | 863.3 | 0.4643
Sequential cell | 34 | 680.7 | 0.3661
Tap cell | 129 | 161.4 | 0.08681
Clock buffer | 7 | 76.32 | 0.04105
Timing Repair Buffer | 5 | 47.55 | 0.02557
Inverter | 8 | 30.03 | 0.01615
==> where the power goes <==
part / internal (uW) / total [uW] / switching [uW]
registers: 357 / 358 / 0.699
logic: 4.15 / 9.78 / 5.63
clock network: 126 / 245 / 119
total: 487 / 613 / 125
==> sequential cells by signal, summed over array words and instances, names as in the netlist <==
name	flops
clk_counter	32
ASW_OUT	1
current_status	1
==> how the worst max path moves through the flow <==
stage	startpoint	end	slack [ns]	cells past startpoint
6_report	clk_counter[12]	clk_counter[28]	1.71	4
5_1_grt	clk_counter[12]	clk_counter[23]	1.60	4
4_1_cts	clk_counter[12]	clk_counter[22]	1.72	4
==> routing by layer <==
layer / up-vias / share of wire
met5: - / 0
met4: 0 / 0.016
met3: 6 / 0.050
met2: 29 / 0.43
met1: 665 / 0.51
li1: 727 / -
==> placed cells by master, fill, tap and decap left out <==
| master | instances |
|---|---|
| dfxtp_1 | 34 |
| a21oi_1 | 18 |
| nor2_1 | 15 |
| nand2_1 | 12 |
| o31ai_1 | 11 |
| or4_1 | 11 |
| nand3_1 | 11 |
| nand4_1 | 9 |
| or3_1 | 9 |
| inv_1 | 8 |
| nor4_1 | 7 |
| o21ai_0 | 6 |
| xor2_1 | 6 |
| clkbuf_8 | 5 |
| and3_1 | 4 |
| and2_1 | 4 |
| nor3_1 | 4 |
| xnor2_1 | 4 |
| clkdlybuf4s50_1 | 4 |
| or2_2 | 2 |
| nor4b_1 | 2 |
| clkbuf_1 | 2 |
| nand4_2 | 1 |
| or4_4 | 1 |
| o311ai_0 | 1 |
| a31oi_1 | 1 |
| o21a_1 | 1 |
| a311oi_1 | 1 |
| a41o_1 | 1 |
| ha_1 | 1 |
| buf_4 | 1 |
Power and IR drop assume default switching activity.
