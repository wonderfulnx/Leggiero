==> design/flow/design.v <==
module Key (
    input wire clk,
    input wire rst_n,
    input wire key_i,
    output reg key_pressed_pulse_o
);
localparam NO_PRESSED = 2'b00;
localparam PRESSING = 2'b01;
localparam PRESSED = 2'b11;
localparam NO_PRESSING = 2'b10;
localparam CNT_PER_US = 20;
localparam CNT_PER_MS = 20000;
localparam CNT_PRESS = CNT_PER_MS * 2;
localparam CNT_NO_PRESS = CNT_PER_US * 1;
reg [15: 0] g_counter_r;
reg [15: 0] next_g_counter_r;
reg [1: 0] status;
reg [1: 0] next_status;
always @(posedge clk) begin
    if (~rst_n) begin
        status <= NO_PRESSED;
        g_counter_r <= 16'b0;
    end else begin
        status <= next_status;
        g_counter_r <= next_g_counter_r;
    end
end 
always @(*) begin
    case (status)
        NO_PRESSED: begin
            if (key_i == 1'b0) begin
                next_status = PRESSING;
                next_g_counter_r = 16'b0;
            end else begin
                next_status = NO_PRESSED;
                next_g_counter_r = 16'b0;
            end
        end
        PRESSING: begin
            if (key_i == 1'b0) begin
                if (g_counter_r < CNT_PRESS - 1) begin
                    next_status = PRESSING;
                    next_g_counter_r = g_counter_r + 16'b1;
                end else begin
                    next_status = PRESSED;
                    next_g_counter_r = 16'b0;
                end
            end else begin
                next_status = NO_PRESSED;
                next_g_counter_r = 16'b0;
            end
        end 
        PRESSED: begin
            if (key_i == 1'b1) begin
                next_status = NO_PRESSING;
                next_g_counter_r = 16'b0;
            end else begin
                next_status = PRESSED;
                next_g_counter_r = 16'b0;
            end
        end
        NO_PRESSING: begin
            if (key_i == 1'b1) begin
                if (g_counter_r < CNT_PER_US - 1) begin
                    next_status = NO_PRESSING;
                    next_g_counter_r = g_counter_r + 16'b1;
                end else begin
                    next_status = NO_PRESSED;
                    next_g_counter_r = 16'b0;
                end
            end else begin
                next_status = PRESSED;
                next_g_counter_r = 16'b0;
            end
        end
        default: begin
            next_status = NO_PRESSED;
            next_g_counter_r = 16'b0;            
        end 
    endcase
end
always @(*) begin
    if (status == PRESSING && key_i == 1'b0 && g_counter_r == CNT_PRESS - 1) begin
        key_pressed_pulse_o = 1'b1;
    end else begin
        key_pressed_pulse_o = 1'b0;
    end
end
endmodule
==> design/flow/run.sh <==
#!/bin/bash
# OpenROAD 26Q1-2900-gdf79404cd8, Yosys 0.63+post, stock flow scripts
make -C /OpenROAD-flow-scripts/flow DESIGN_CONFIG=/design/flow/config.mk WORK_HOME=/design/flow/orfs finish
==> design/flow/config.mk <==
export PLATFORM = sky130hd
export DESIGN_NAME = Key
export DESIGN_NICKNAME = Key
export VERILOG_FILES = /design/flow/design.v
export SDC_FILE = /design/flow/constraint.sdc
export NUM_CORES = 4
export LEC_CHECK = 1
export CORE_AREA = 10 10 101 101
export DIE_AREA = 0 0 111 111
==> design/flow/constraint.sdc <==
current_design Key

set clk_period 2.7
set clk_io_pct 0.2

create_clock -name clk0 -period $clk_period [get_ports {clk}]

set non_clock_inputs [all_inputs -no_clocks]
set_input_delay [expr $clk_period * $clk_io_pct] -clock clk0 $non_clock_inputs
set_output_delay [expr $clk_period * $clk_io_pct] -clock clk0 [all_outputs]
==> impl_metrics.env <==
# physical design summary
export IMPL_fin_crit_sh_pct=94.8
export IMPL_ys_sh_adder_pct=1.19
export IMPL_drive_gt1_share_pct=20.0
export IMPL_ys_cells=110
export IMPL_synth_area_sq_um=1050
export IMPL_cp_data_required_time_ns=2.16
export IMPL_grtUsageTotal_pct=3.17
export IMPL_top_cell_area_share_pct=38.2
export IMPL_clkSinkCount=20
export IMPL_post_cts_resized=0
export IMPL_yosys_area_sq_um=1050
export IMPL_io_pins=4
export IMPL_synthArstFlopShare_pct=0
export IMPL_ff_type="dfxtp_1"
export IMPL_crit_chain="or4_4 -> nor4_1 -> clkdlybuf4s50_1"
export IMPL_antenna_found_initial=0
export IMPL_ys_top_cells_by_count="20 x dfxtp_1, 10 x nor3_2, 9 x nand2_1"
export IMPL_crit_type="reg -> out"
export IMPL_fp_util_pct=12.9
export IMPL_drtIter0Drc=33
export IMPL_place_gp_congestion=0.808
export IMPL_power_density_nw_per_um2=450
export IMPL_arrival_ns=2.02
export IMPL_worst_setup_path_start_kind="flip-flop"
export IMPL_drc=0
export IMPL_worst_pin_slew_ns=0.612
export IMPL_die_h_um=111
export IMPL_muxShareOfSynthArea_pct=0
export IMPL_period_needed_ns=2.56
export IMPL_place_inst=216
export IMPL_cts_tree="yes"
export IMPL_cpLargestDelayFamily="simple AND/OR/NAND/NOR gates"
export IMPL_p_leak_nw=0.353
export IMPL_rr_worst_depth=7
export IMPL_ir_drop_mv=0.176
export IMPL_critical_path_max_stage_delay_ns=0.55
export IMPL_postRouteAntennaNets=0
export IMPL_clock_fmax_mhz=391
export IMPL_synthCells=110
export IMPL_finalSetupViolCount=0
export IMPL_grt_ovfl_total=0
export IMPL_setup_tns_final_ns=0
export IMPL_cts_buffers=3
export IMPL_relSlewSlack_pct=59.2
export IMPL_grt_max_degree=17
export IMPL_synth_flop_count=20
export IMPL_synthXorXnorAreaFrac_pct=9.19
export IMPL_h_tree_depth=1
export IMPL_firstDrtPassIters=4
export IMPL_status="complete, no violations"
export IMPL_hold_violations=0
export IMPL_drv_slew=0
export IMPL_simple_gate_area_share_pct=34.8
export IMPL_ys_warn_count=1
export IMPL_grt_pass1_wl_um=3500
export IMPL_die_width_um=111
export IMPL_min_path_cells=1
export IMPL_edf_count=0
export IMPL_hp_start="g_counter_r[0]"
export IMPL_ys_sh_aoi_pct=13.5
export IMPL_reg2reg_setup_slack_ns=0.92
export IMPL_synth_cell_types=37
export IMPL_ctsHoldBuffers=0
export IMPL_core_sq_um=8130
export IMPL_grt_pass1_vias=783
export IMPL_cp_max_fo=6
export IMPL_largest_area_cell="dfxtp_1"
export IMPL_dp_final_hpwl_um=1360
export IMPL_clock_latency_ns=0.26
export IMPL_clockBufferDepth=2
export IMPL_worst_path_max_delay_cell="or4_4"
export IMPL_die_area_sq_um=12300
export IMPL_vias_per_cell=3.65
export IMPL_top_cells_by_area="dfxtp_1 38%, nor3_2 9.5%, xor2_1 5.8%"
export IMPL_diodes=0
export IMPL_clk_pin_slew_ns=0.07
export IMPL_cts_setup_buffers=0
export IMPL_end_kind="output pin"
export IMPL_topCombFamilyByArea="simple AND/OR/NAND/NOR gates"
export IMPL_fin_cells=220
export IMPL_area_delta_synth_final_pct=19.3
export IMPL_hp_class="reg -> reg"
export IMPL_worst_path_buf_inv=1
export IMPL_rows=33
export IMPL_postSynthSeqShare_pct=38.2
export IMPL_warnings=25
export IMPL_syn_area_per_cell_sq_um=9.53
export IMPL_vias=804
export IMPL_r2r_end="g_counter_r[5]"
export IMPL_drv_cap=0
export IMPL_skew_ns=0.00269
export IMPL_routedWlPerCell_um=8.69
export IMPL_port_buffers=3
export IMPL_reg2reg_from="g_counter_r[0]"
export IMPL_rsz0062_at_grt="no"
export IMPL_holdPathEnd="g_counter_r[0]"
export IMPL_root_buffer="clkbuf_8"
export IMPL_synth_top_cell_by_count="dfxtp_1"
export IMPL_startpoint="g_counter_r[9]"
export IMPL_routed_wirelength_um=1910
export IMPL_holdWs_ns=0.476
## flip-flops by register name (all words and copies together), names as in the netlist
signal       cells
g_counter_r     16
status           4
## cells in the final DEF, fill, tap and decap left out, types with 2 or more instances in the layout
cell	n
and2_1	2
nand3_1	4
dfxtp_1	20
clkdlybuf4s50_1	3
nand4_1	5
nor2_1	2
nor3b_1	2
xor2_1	7
buf_4	2
a21oi_1	2
and4_1	2
or3_1	2
nor3_1	6
nor4_1	3
clkbuf_8	4
a211oi_1	3
o21ai_0	4
xnor2_1	4
nand2_1	9
nor3_2	10
o31ai_1	3
## cell families (layout without fill, tap and decap cells)
group / Yosys count / in the layout
AOI/OAI and AO/OA: 18 / 18
xor gates and xnor gates: 11 / 11
adders and majority gates: 1 / 1
buffers and inverters: 5 / 10
DFF: 20 / 20
and+or+nand+nor: 55 / 55
## power breakdown
group	total (mW)	internal, mW	switching (mW)	leakage (nW)
clock network	0.228	0.130	0.0984	0.0288
logic	0.0322	0.0119	0.0204	0.162
registers	0.302	0.299	0.00357	0.162
total	0.563	0.440	0.122	0.353
## routing by layer
layer | wire [um] | track usage (%) | share of wire [%]
met1 | 988 | 4.28 | 52
met2 | 824 | 4.99 | 43
met3 | 87 | 1.04 | 4.6
met4 | 11 | 0.260 | 0.58
met5 | 0 | 0 | 0
## worst reg2reg max path, cell delays in order (launching register included)
cell,delay (ns)
dfxtp_1,0.37
ha_1,0.23
and4_1,0.23
buf_4,0.15
a21oi_2,0.07
o31ai_2,0.22
buf_4,0.28
nor3_1,0.10
## final cells by class
class,count,area [sq um]
Fill cell,900,6880
Multi-Input combinational cell,85,616
Sequential cell,20,400
Tap cell,105,131
Clock buffer,4,55.1
Timing Repair Buffer,5,45.0
Inverter,1,3.75
## through the flow
stage	total power [mW]	util (%)	cell area, sq um	worst slack [ns]
final	0.563	15.4	1250	0.139
after global routing	0.585	15.4	1250	0.0133
after CTS	0.569	15.4	1250	0.126
after detailed placement	0.342	14.7	1200	0.275
after global placement	0.342	14.7	1200	0.367
after floorplan	0.334	-	1050	0.934
## worst max-delay path by stage
stage                         end  slack (ns)  cells past startpoint
global route  key_pressed_pulse_o        0.01                      5
finish        key_pressed_pulse_o        0.14                      3
CTS           key_pressed_pulse_o        0.13                      3
Power is estimated from default activity; no workload was simulated.
