===== flow/config.mk =====
export PLATFORM = sky130hd
export DESIGN_NAME = PKT_DECT
export DESIGN_NICKNAME = PKT_DECT
export VERILOG_FILES = /design/flow/design.v
export SDC_FILE = /design/flow/constraint.sdc
export NUM_CORES = 4
export LEC_CHECK = 1
export CORE_AREA = 10 10 70 70
export DIE_AREA = 0 0 80 80

===== flow/constraint.sdc =====
current_design PKT_DECT

set clk_period 2.4
set clk_io_pct 0.2

create_clock -name clk0 -period $clk_period [get_ports {clk}]

set non_clock_inputs [all_inputs -no_clocks]
set_input_delay [expr $clk_period * $clk_io_pct] -clock clk0 $non_clock_inputs
set_output_delay [expr $clk_period * $clk_io_pct] -clock clk0 [all_outputs]

===== flow/design.v =====
module PKT_DECT(
    input wire clk,
    input wire rst_n,
    input wire dect_in,
    output reg dect_out
);
localparam NO_PACKET = 2'b00;
localparam IN_PACKET = 2'b11;
localparam IN_TO_NO_PACKET = 2'b10;
localparam CNT_PER_US = 20;
localparam CNT_NO_PACKET = CNT_PER_US * 20;
reg [15:0] g_counter_r;
reg [15:0] next_g_counter_r;
reg [1:0] status;
reg [1:0] next_status;
initial begin
    g_counter_r <= 16'b0;
    next_g_counter_r <= 16'b0;
    status <= NO_PACKET;
    next_status <= NO_PACKET;
end
always @(posedge clk) begin
    if (~rst_n) begin
        status <= NO_PACKET;
        g_counter_r <= 16'b0;
    end else begin
        status <= next_status;
        g_counter_r <= next_g_counter_r;
    end
end
always @(*) begin
    case (status)
        NO_PACKET: begin
            if (dect_in == 1'b1) begin
                next_status = IN_PACKET;
                next_g_counter_r = 16'b0;
            end else begin
                next_status = NO_PACKET;
                next_g_counter_r = 16'b0;
            end
        end
        IN_PACKET: begin
            if (dect_in == 1'b0) begin
                next_status = IN_TO_NO_PACKET;
                next_g_counter_r = 16'b0;
            end else begin
                next_status = IN_PACKET;
                next_g_counter_r = 16'b0;
            end
        end
        IN_TO_NO_PACKET: begin
            if (dect_in == 1'b0) begin
                if (g_counter_r < CNT_NO_PACKET - 1) begin
                    next_status = IN_TO_NO_PACKET;
                    next_g_counter_r = g_counter_r + 16'b1;
                end else begin
                    next_status = NO_PACKET;
                    next_g_counter_r = 16'b0;
                end
            end else begin
                next_status = IN_PACKET;
                next_g_counter_r = 16'b0;
            end
        end
        default: begin
            next_status = NO_PACKET;
            next_g_counter_r = 16'b0;
        end
    endcase
end
always @(*) begin
    if (status == NO_PACKET) begin
        dect_out = 1'b0;
    end else begin
        dect_out = 1'b1;
    end
end
endmodule

===== flow/run.sh =====
#!/bin/bash
# OpenROAD 26Q1-2900-gdf79404cd8, Yosys 0.63+post, stock flow scripts
make -C /OpenROAD-flow-scripts/flow DESIGN_CONFIG=/design/flow/config.mk WORK_HOME=/design/flow/orfs finish

==> changes_impl.md <==
### Physical design

* Status: finished, final reports clean
* Setup crit end kind: primary output
* Critical path startpoint category: flop
* Internal power at 0.000409 W
* Setup Skew at 0.00110 ns
* Max Slew Vio Count at 0
* Avg Inst Size Synth at 10.7 um2
* Synthesis-to-layout area growth at 22.0%
* Core area at 3420 um2
* H-tree Lvls at 1
* Hold violation total from the final report at 0
* RSZ-0062 raised after global routing: no
* Sw frac at 19.4%
* Via count of the routed design at 480
* Routed wire per std cell at 8.78 um
* Vias in the first global route at 493
* Least-Margin Pin Slew at 0.541 ns
* Worst Hold Class: flop to flop
* Clock transition at path regs at 0.10 ns
* Maximum vdd drop at 0.000486 V
* Post-layout util at 23.8%
* Global-route wire length before repair at 2000 um
* DRC Markers at 0
* Fmax at 0.556 GHz
* Cells after synthesis at 62
* Yosys warnings at 1
* # resized after CTS at 0
* Final setup fails at 0
* GRT Overall Usage at 3.62%
* Crit path largest cell delay at 0.42 ns
* Final WL at 1060 um
* Die x size at 80 um
* PwrDens at 625 nW/um2
* Ports at 4
* Layout cells sized above 1 at 14.7%
* IO buf count at 3
* Antenna-violating nets left at 0
* Relative slew slack at 63.9%
* First-pass DRT Iterations at 4
* Register area at 360 um2
* Switching pwr at 0.0000984 W
* Drt first-iter violations at 5
* GP Congestion at 0.773
* Inserted Clock Buffers at 3
* Max-capacitance violation count at 0
* Initial antenna violation count at 0
* Met3 Use GR at 1.59%
* Chip area at 6400 um2
* Comb area at 324 um2
* Minimum clock period after layout at 1.80 ns
* Critical path data arrival time at 1.32 ns
* WS Path Type: flop to primary output
* GRT busiest layer: met2
* Leakage power at 0.260 nW
* Top cells by area: dfxtp_1 54%, a2111oi_2 9.0%, nor4_1 4.7%, nand3_1 3.8%, or3_1 3.8%
* Starting density of the core at 19.5%
* Seq share, synth at 54.1%
* Post-cts hold buffer count at 0
* Yosys Instances at 62
* Clock network power share at 35.3%
* Cycle use final at 74.9%
* Cell taking the most area after synthesis: dfxtp_1
* CTS Sinks at 18
* Total global routing overflow at 0
* YS chip area at 666 um2
* M2 GR Usage at 5.94%
* Critical Path RT at 1.92 ns
* Filler cells at 382
* Die y size at 80 um
* Log Warnings at 25
* Postcts setup bufs at 0
* Setup tns final at 0 ns
* CP Max Fanout at 3
* Register bit total from synthesis at 18
* Distinct lib cells at 22
* Rows at 21
* Max-area cell share at 54.1%
* Clk buf depth at 2
* Post-synthesis cell area at 666 um2
* Logic pwr share at 3.6%
* Met1 Track Usage GR at 4.48%
* Root Buffer: clkbuf_4
* Worst-path cell chain: or2_2, clkdlybuf4s50_1
* Sequential share of power at 61.1%
* Pin count of the biggest net entering global routing at 11
* Bufs and invs on worst path at 1
* CTS tree: done
* Top delay family on crit path: buffers and inverters
* N_diodes at 0
* Vias per cell at 3.97
* Critical-path top delay cell: clkdlybuf4s50_1
* Clock latency (worst-skew pair) at 0.28 ns
cells in the mapped netlist:
| library cell | instances |
|---|---|
| a2111oi_2 | 4 |
| a21oi_2 | 1 |
| and3_1 | 1 |
| conb_1 | 1 |
| dfxtp_1 | 18 |
| ha_1 | 1 |
| inv_1 | 1 |
| nand2_1 | 5 |
| nand2b_1 | 1 |
| nand3_1 | 5 |
| nand4_1 | 1 |
| nand4_2 | 1 |
| nor2_1 | 1 |
| nor3_1 | 1 |
| nor4_1 | 5 |
| nor4b_1 | 2 |
| o21ai_0 | 4 |
| o22ai_1 | 1 |
| or2_2 | 1 |
| or3_1 | 4 |
| xnor2_1 | 1 |
| xor2_1 | 2 |
area by class of cell:
| cell class | instances | share of cell area (%) |
|---|---|---|
| multi-input combinational | 49 | 39.9 |
| clock buffer | 4 | 4.47 |
| inverter | 1 | 0.462 |
| sequential | 18 | 44.4 |
| tap | 46 | 7.09 |
| timing repair buffer | 3 | 3.70 |
power by group through the flow:
stage,clock (W),combinational [W],sequential [W]
finish,0.000179,0.0000184,0.000310
CTS,0.000188,0.0000186,0.000310
global route,0.000201,0.0000213,0.000311
stage by stage:
| step | setup slack [ns] | hold slack [ns] | total power (W) | std cells | area [um2] |
|---|---|---|---|---|---|
| 2_1_floorplan | 0.983 | 0.481 | 0.000325 | 68 | 688 |
| 3_3_place_gp | 0.752 | 0.517 | 0.000334 | 117 | 776 |
| 3_5_place_dp | 0.717 | 0.523 | 0.000336 | 117 | 776 |
| 4_1_cts | 0.584 | 0.537 | 0.000517 | 121 | 812 |
| 5_1_grt | 0.531 | 0.565 | 0.000534 | 121 | 812 |
| 6_report | 0.602 | 0.527 | 0.000508 | 121 | 812 |
state kept, by name (all words and copies together), names as in the netlist:
register / count
status: 2
g_counter_r: 16
layer usage:
| layer | vias up | wire (um) |
|---|---|---|
| met3 | 0 | 59 |
| met2 | 8 | 508 |
| li1 | 254 | - |
| met4 | 0 | 0 |
| met1 | 218 | 494 |
| met5 | - | 0 |
cell usage in the layout (no fill, tap or decap), drive strengths merged:
cell type      netlist  routed
xor2                 2       2
and3                 1       1
xnor2                1       1
or2                  1       1
nor2                 1       1
nand2b               1       1
conb                 1       7
dfxtp               18      18
o22ai                1       1
nand2                5       5
or3                  4       4
a21oi                1       1
nand4                2       2
nand3                5       5
inv                  1       1
nor3                 1       1
ha                   1       1
a2111oi              4       4
nor4b                2       2
clkdlybuf4s50        0       3
o21ai                4       4
nor4                 5       5
clkbuf               0       4
cell families after synthesis:
| group | Yosys count | share of synthesized area [%] |
|---|---|---|
| fa+ha+maj | 1 | 1.88 |
| other cells | 1 | 0.563 |
| flops | 18 | 54.1 |
| simple gates | 28 | 24.6 |
| xor+xnor | 3 | 3.95 |
| compound gates | 10 | 14.3 |
| buf+inv | 1 | 0.563 |
worst paths after layout:
check / startpoint / endpoint / slack, ns / cells past startpoint
min reg2reg: g_counter_r[0] / g_counter_r[0] / 0.53 / 1
max reg2reg: g_counter_r[0] / status[1] / 0.82 / 4
max: status[1] / dect_out / 0.60 / 2
min: g_counter_r[0] / g_counter_r[0] / 0.53 / 1
Power figures rest on the tool's default switching activity, not on a simulated workload.
